--- /design/flow/run.sh ---
#!/bin/bash
# OpenROAD 26Q1-2900-gdf79404cd8, Yosys 0.63+post, stock flow scripts
make -C /OpenROAD-flow-scripts/flow DESIGN_CONFIG=/design/flow/config.mk WORK_HOME=/design/flow/orfs finish
--- /design/flow/config.mk ---
export PLATFORM = sky130hd
export DESIGN_NAME = SM_2300_Task5_color_detection
export DESIGN_NICKNAME = SM_2300_Task5_color_detection
export VERILOG_FILES = /design/flow/design.v
export SDC_FILE = /design/flow/constraint.sdc
export NUM_CORES = 4
export LEC_CHECK = 1
export CORE_UTILIZATION = 50
--- /design/flow/constraint.sdc ---
current_design SM_2300_Task5_color_detection

set clk_period 6.2
set clk_io_pct 0.2

create_clock -name clk0 -period $clk_period [get_ports {clk_50M}]
create_clock -name clk1 -period $clk_period [get_ports {out}]

set non_clock_inputs [all_inputs -no_clocks]
set_input_delay [expr $clk_period * $clk_io_pct] -clock clk0 $non_clock_inputs
set_output_delay [expr $clk_period * $clk_io_pct] -clock clk0 [all_outputs]
--- /design/flow/design.v ---
module SM_2300_Task5_color_detection(
    input clk_50M, 
	 output scale_clk,
    input out,
	 output  temp_S0,temp_S1,temp_S2,temp_S3,
    output [20:0] temp_red, temp_blue , temp_green, temp_clear,
	 output red_led, blue_led, green_led
);
wire neg_edge;
reg [20:0]counter = 0;
reg [20:0] counter_new_red =0;
reg [20:0] counter_new_blue =0;
reg [20:0] counter_new_green=0;
reg [20:0] counter_new_clear =0;
reg [20:0] final_red=0;
reg [20:0] final_blue=0;
reg [20:0] final_green=0;
reg [20:0] final_clear=0;
reg [1:0] frame =0;
reg [20:0] blue=0;
reg [20:0] red=0;
reg [20:0] green =0;
reg [20:0] clear =0;
reg S0 =0; 
reg S1=0; 
reg S2=0;
reg S3=0;
reg temp_scale_clock = 0;
assign temp_S0 = S0;
assign temp_S1 = S1;
assign temp_S2 = S2;
assign temp_S3 = S3;
reg [4:0] count =0;
always@(posedge clk_50M)
begin
if(count==25)    
  begin
    temp_scale_clock = ~temp_scale_clock;
    count=1;
  end
else
  begin
    count=count+1;
  end
end
assign scale_clk = temp_scale_clock;
reg last = 0;
always @(posedge scale_clk) 
begin
    last <= out;
end
assign neg_edge  = last & (~out);
always @(posedge scale_clk) 
begin
counter = counter +1;  
if (neg_edge ==1)
  counter =1;
end 
always @(negedge out) begin
if(frame ==3) frame =0;
			else frame = frame +1;
	     end
always @(posedge scale_clk) begin
case (frame)
0: begin S0 =1; S1 = 0 ; S2 = 0; S3 =0;
	if((out==0 )&& (counter>=2))
	 begin counter_new_red=  counter_new_red +1;    
	      end
	if(out ==1&&counter==(counter_new_red+4))
	begin final_red = counter_new_red; end
	if((out==0) && (counter ==1)) 
	begin counter_new_red =1; end
   red = final_red; 
   end
1: begin S0 =1; S1 = 0 ; S2 = 0; S3 =1;
	if((out==0 )&& (counter>=2))
	 begin counter_new_blue=  counter_new_blue +1;    
	      end
	if(out ==1&&counter==(counter_new_blue+4))
	begin final_blue = counter_new_blue; end
	if((out==0) && (counter ==1)) 
	begin counter_new_blue =1; end
   blue = final_blue;
   end
2: begin S0 =1; S1 = 0 ; S2 = 1; S3 =1;
	if((out==0 )&& (counter>=2))
	 begin counter_new_green=  counter_new_green +1;    
	      end
	if(out ==1&&counter==(counter_new_green+4))
	begin final_green = counter_new_green; end
	if((out==0) && (counter ==1)) 
	begin counter_new_green =1; end
   green= final_green;
   end
3 : begin  S0 =1; S1 = 0 ; S2 = 1; S3 =0;
	if((out==0 )&& (counter>=2))
	 begin counter_new_clear=  counter_new_clear +1;    
	      end
	if(out ==1&&counter==(counter_new_clear+4))
	begin final_clear = counter_new_clear; end
	if((out==0) && (counter ==1)) 
	begin counter_new_clear =1; end
      clear = final_clear ;
		end
endcase
end
assign temp_red = red;   
assign temp_clear = clear;
assign temp_blue = blue;
assign temp_green = green;
assign red_led = ( (temp_red >1010-200 ) &&( temp_red < 1010+200)&&(temp_blue > 1370-200) &&( temp_blue < 1370+200)&&(temp_green > 1543-200) &&( temp_green < 1543+200)&&(temp_clear>480-200) &&( temp_clear < 480+200));
assign blue_led = ( (temp_red > 1800-200) &&( temp_red < 1800+200)&&(temp_blue >970-200) &&( temp_blue < 970+200)&&(temp_green > 1630-200) &&( temp_green < 1630+200)&&(temp_clear> 485-200) &&( temp_clear < 485+200));
assign green_led = ( (temp_red > 700) &&( temp_red < 900)&&(temp_blue > 750) &&( temp_blue < 850)&&(temp_green > 700) &&( temp_green < 850)&&(temp_clear> 200) &&( temp_clear < 350));
endmodule
==> Slide: Implementation Results <==
Physical Implementation Snapshot

Synthesis
  – Yosys chip area: around 0.014 sq mm
  – Post-synth ARST share: 0%
  – Area leader share: 36.93%
  – Post-synth top area cell: edfxtp_1
  – Number of enable flip-flop cells: around 170
  – Ys cells: ~1500
  – Ys Warns: 1
  – Post-synth top cells: edfxtp_1 (169), nor2_1 (167), xnor2_1 (116)
  – Synth Cell Area: roughly 0.014 sq mm
  – Mean Syn Cell Area: 9.324 sq um
  – Ys flop type: edfxtp_1
  – Post-synthesis sequential element count: 201
  – Syn Inst Count: about 1500
  – Top cells by area: edfxtp_1 (37%), xnor2_1 (7.4%), dfxtp_1 (4.7%)
  – Synth top cell by count: edfxtp_1
  – Synth cell types: approximately 90
  – Post-synth seq share: between 40 and 50%

Placement
  – I/O Buffers: approximately 91
  – Placer congestion estimate: ~0.96
  – Dpl hpwl: between 20000 and 30000 microns

Floorplan
  – FP Util: 50.99%
  – I/O pin cnt: 94
  – Die width: roughly 170 microns
  – Core Rows: around 60
  – Die Ht: about 170 microns

Outcome
  – Status: aborted with a tool error
  – Error: [ERROR DPL-0036] Detailed placement failed.
  – Stage reached: 4_1_cts

Final timing
  – Endpoints left unconstrained: approximately 450
  – Count of unclocked register or latch pins: approximately 190
## logic make-up after synthesis
kind of cell | after synthesis | share of synthesized area (%)
AND/OR/NAND/NOR | 631 | 24.14
AND-OR/OR-AND | 259 | 14.06
flip-flops | 201 | 41.59
XOR/XNOR | 186 | 12.62
buffers and inverters | 165 | 4.989
adder cells (fa/ha/maj) | 17 | 1.548
multiplexers | 14 | 1.038
other | 1 | 0.02729
## per-stage QoR
stage / setup slack [ps] / util (%) / total power [mW] / area (sq um) / std cells
2_1_floorplan: 2490 / - / 5.028 / 13740 / 1474
3_3_place_gp: 3899 / 54.98 / 4.877 / 14820 / 1839
3_5_place_dp: 3913 / 54.98 / 4.877 / 14820 / 1839
No activity file was given, so power comes from the tool's default toggle rates.
