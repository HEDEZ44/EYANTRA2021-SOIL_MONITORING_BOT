`./design.v`:
```
module SM_2300_Task6_color_detection(
    input clk_50M, 
	 output scale_clk,   
    input out,    
	 output  temp_S0,temp_S1,temp_S2,temp_S3,  
    output [20:0] temp_red, temp_blue , temp_green, temp_clear, 
	 output red_led, blue_led, green_led 
);
wire neg_edge;
reg [20:0]counter = 0;
reg [20:0] counter_new_red =0;
reg [20:0] counter_new_blue =0;
reg [20:0] counter_new_green=0;
reg [20:0] counter_new_clear =0;
reg [20:0] final_red=0;          
reg [20:0] final_blue=0;
reg [20:0] final_green=0;
reg [20:0] final_clear=0;
reg [1:0] frame =0;
reg [20:0] blue=0;   
reg [20:0] red=0;     
reg [20:0] green =0;   
reg [20:0] clear =0;    
reg S0 =0;         
reg S1=0;          
reg S2=0;         
reg S3=0;
reg temp_scale_clock = 0;   
assign temp_S0 = S0;
assign temp_S1 = S1;
assign temp_S2 = S2;
assign temp_S3 = S3;
reg [4:0] count =0;     
always@(posedge clk_50M)
begin
if(count==25)   
  begin
    temp_scale_clock = ~temp_scale_clock;
    count=1;
  end
else
  begin
    count=count+1;
  end
end
assign scale_clk = temp_scale_clock;
reg last = 0;
always @(posedge scale_clk) 
begin
    last <= out;
end
assign neg_edge  = last & (~out);
always @(posedge scale_clk) 
begin
counter = counter +1;  
if (neg_edge ==1)
  counter =1;
end 
always @(negedge out) begin
if(frame ==3) frame =0;
			else frame = frame +1;
	     end
always @(posedge scale_clk) begin
case (frame)
0: begin S0 =1; S1 = 0 ; S2 = 0; S3 =0;
	if((out==0 )&& (counter>=2))
	 begin counter_new_red=  counter_new_red +1;    
	      end
	if(out ==1&&counter==(counter_new_red+4))
	begin final_red = counter_new_red; end
	if((out==0) && (counter ==1)) 
	begin counter_new_red =1; end
   red = final_red; 
   end
1: begin S0 =1; S1 = 0 ; S2 = 0; S3 =1;
	if((out==0 )&& (counter>=2))
	 begin counter_new_blue=  counter_new_blue +1;    
	      end
	if(out ==1&&counter==(counter_new_blue+4))
	begin final_blue = counter_new_blue; end
	if((out==0) && (counter ==1)) 
	begin counter_new_blue =1; end
   blue = final_blue;
   end
2: begin S0 =1; S1 = 0 ; S2 = 1; S3 =1;
	if((out==0 )&& (counter>=2))
	 begin counter_new_green=  counter_new_green +1;    
	      end
	if(out ==1&&counter==(counter_new_green+4))
	begin final_green = counter_new_green; end
	if((out==0) && (counter ==1)) 
	begin counter_new_green =1; end
   green= final_green;
   end
3 : begin  S0 =1; S1 = 0 ; S2 = 1; S3 =0;
	if((out==0 )&& (counter>=2))
	 begin counter_new_clear=  counter_new_clear +1;    
	      end
	if(out ==1&&counter==(counter_new_clear+4))
	begin final_clear = counter_new_clear; end
	if((out==0) && (counter ==1)) 
	begin counter_new_clear =1; end
      clear = final_clear ;
		end
endcase
end
assign temp_red = red;   
assign temp_clear = clear;
assign temp_blue = blue;
assign temp_green = green;
reg [20:0]blue_value_for_red= 560;
reg [20:0]clear_value_for_red= 149;
reg [20:0]green_value_for_red= 717;
reg [20:0]red_value_for_red= 235;
reg [20:0]blue_value_for_blue= 420 ;
reg [20:0]clear_value_for_blue=  221;
reg [20:0]green_value_for_blue=750;
reg [20:0]red_value_for_blue= 911;
reg [20:0]blue_value_for_green= 440;
reg [20:0]clear_value_for_green=127;
reg [20:0]green_value_for_green=260;
reg [20:0]red_value_for_green=540;
reg  [10:0] variance_value=100; 
assign red_led_temp=   ( (temp_red >red_value_for_red - variance_value ) &&( temp_red < red_value_for_red +variance_value)&&(temp_blue > blue_value_for_red-variance_value) &&( temp_blue < blue_value_for_red + variance_value)&&(temp_green > green_value_for_red-variance_value) &&( temp_green < green_value_for_red + variance_value)&&(temp_clear>clear_value_for_red -variance_value) &&( temp_clear< clear_value_for_red+variance_value));
assign blue_led_temp = ( (temp_red >red_value_for_blue - variance_value ) &&( temp_red < red_value_for_blue +variance_value)&&(temp_blue > blue_value_for_blue-variance_value) &&( temp_blue < blue_value_for_blue + variance_value)&&(temp_green > green_value_for_blue-variance_value) &&( temp_green < green_value_for_blue + variance_value)&&(temp_clear>clear_value_for_blue -variance_value) &&( temp_clear< clear_value_for_blue+variance_value));
assign green_led_temp = ( (temp_red >red_value_for_green  - variance_value ) &&( temp_red< red_value_for_green +variance_value)&&(temp_blue > blue_value_for_green-variance_value) &&( temp_blue < blue_value_for_green + variance_value)&&(temp_green > green_value_for_green-variance_value) &&( temp_green < green_value_for_green + variance_value)&&(temp_clear >clear_value_for_green -variance_value) &&( temp_clear< clear_value_for_green +variance_value));
reg [15:0]count_confidence_red=0; 
reg [15:0]count_confidence_blue=0; 
reg [15:0]count_confidence_green=0; 
reg [15:0] thresh_confidence=10; 
wire green_led_temp;
wire red_led_temp;
wire blue_led_temp;
reg red_led_reg=0;
reg green_led_reg=0;
reg blue_led_reg=0;
always @(posedge clk_50M)
begin
if(red_led_temp==1)
				begin
					 if(count_confidence_red>thresh_confidence)  red_led_reg=1;
					 else count_confidence_red=count_confidence_red+1;
				end
if(red_led_temp==0)  begin count_confidence_red=0;
							 red_led_reg=0;
							end 
if(blue_led_temp==1)
				begin
					 if(count_confidence_blue>thresh_confidence ) blue_led_reg=1;
					 else count_confidence_blue = count_confidence_blue+1;
				end
if(blue_led_temp==0) begin count_confidence_blue=0;
								blue_led_reg=0;
								end
if(green_led_temp==1)
				begin
					 if(count_confidence_green >thresh_confidence)  green_led_reg=1;
					 else count_confidence_green=count_confidence_green+1;
				end
if(green_led_temp==0) begin count_confidence_green=0;
										green_led_reg=0;
								end
end
assign red_led=red_led_reg;
assign green_led=green_led_reg;
assign blue_led=blue_led_reg;
endmodule
```
`./run.sh`:
```
#!/bin/bash
# OpenROAD 26Q1-2900-gdf79404cd8, Yosys 0.63+post, stock flow scripts
make -C /OpenROAD-flow-scripts/flow DESIGN_CONFIG=/design/flow/config.mk WORK_HOME=/design/flow/orfs finish
```
`./config.mk`:
```
export PLATFORM = sky130hd
export DESIGN_NAME = SM_2300_Task6_color_detection
export DESIGN_NICKNAME = SM_2300_Task6_color_detection
export VERILOG_FILES = /design/flow/design.v
export SDC_FILE = /design/flow/constraint.sdc
export NUM_CORES = 4
export LEC_CHECK = 1
export CORE_UTILIZATION = 50
```
`./constraint.sdc`:
```
current_design SM_2300_Task6_color_detection

set clk_period 4.7
set clk_io_pct 0.2

create_clock -name clk0 -period $clk_period [get_ports {clk_50M}]
create_clock -name clk1 -period $clk_period [get_ports {out}]

set non_clock_inputs [all_inputs -no_clocks]
set_input_delay [expr $clk_period * $clk_io_pct] -clock clk0 $non_clock_inputs
set_output_delay [expr $clk_period * $clk_io_pct] -clock clk0 [all_outputs]
```
==> notes.md <==
run metrics: result of the run aborted with a tool error, step where the flow halted clock tree synthesis, run-stopping error [ERROR DPL-0036] Detailed placement failed., share of the core filled by cells before placement 50.81%, mean post-synth cell area 9.702 µm², number of register bits inferred by synthesis 252, cell count listed in synth_stat.txt 1,602, register pins left without a clock 193, endpoints left unconstrained 448, GP Congestion 0.9331, post-synth cell types 102, number of standard cells after synthesis 1,602, Die Ht 178.3 µm, most used flip-flop cell sky130_fd_sc_hd__edfxtp_1, overall die width 178.3 µm, total cell area reported by yosys after synthesis 0.01554 mm², number of ports placed on the die boundary 94, Detail Placement HPWL 30,340 µm, async set-reset flop share out of synthesis 0%, combined area of all synthesized cells 0.01554 mm², flip-flops with a built-in enable 169, number of synthesis warnings 1, row cnt 64, Port Buffer Count 91, sequential share of the synthesized area 43.34%
[logic make-up after synthesis]
kind of cell | count (synthesis) | share of synthesized area (%)
and+or+nand+nor | 695 | 24.55
AOI/OAI and AO/OA | 252 | 12.66
DFF | 252 | 43.34
xor gates and xnor gates | 206 | 12.26
buffers and inverters | 167 | 4.894
adders and majority gates | 23 | 1.852
muxes | 6 | 0.4186
other | 1 | 0.02413
[cells in the mapped netlist, types with 8 or more instances]
cell	n	share of area, %
sky130_fd_sc_hd__a2111oi_0	11	0.62
sky130_fd_sc_hd__a211oi_1	22	1.1
sky130_fd_sc_hd__a21oi_1	28	0.90
sky130_fd_sc_hd__a31oi_1	19	0.76
sky130_fd_sc_hd__a41oi_1	8	0.45
sky130_fd_sc_hd__and2_1	87	3.5
sky130_fd_sc_hd__and3_1	37	1.5
sky130_fd_sc_hd__and4_1	9	0.51
sky130_fd_sc_hd__buf_2	21	0.68
sky130_fd_sc_hd__clkbuf_1	41	0.99
sky130_fd_sc_hd__dfxtp_1	83	11
sky130_fd_sc_hd__edfxtp_1	169	33
sky130_fd_sc_hd__ha_1	23	1.9
sky130_fd_sc_hd__inv_1	85	2.1
sky130_fd_sc_hd__nand2_1	114	2.8
sky130_fd_sc_hd__nand2b_1	27	1.1
sky130_fd_sc_hd__nand3_1	67	2.2
sky130_fd_sc_hd__nand3b_1	9	0.43
sky130_fd_sc_hd__nand4_1	46	1.9
sky130_fd_sc_hd__nor2_1	132	3.2
sky130_fd_sc_hd__nor2b_1	8	0.32
sky130_fd_sc_hd__nor3_1	50	1.6
sky130_fd_sc_hd__nor3b_1	8	0.39
sky130_fd_sc_hd__nor4_1	40	1.6
sky130_fd_sc_hd__o2111ai_1	12	0.68
sky130_fd_sc_hd__o211ai_1	14	0.68
sky130_fd_sc_hd__o21ai_0	37	1.2
sky130_fd_sc_hd__o22ai_1	8	0.32
sky130_fd_sc_hd__or3_1	16	0.64
sky130_fd_sc_hd__or4_1	11	0.53
sky130_fd_sc_hd__xnor2_1	122	6.9
sky130_fd_sc_hd__xor2_1	74	4.2
[metrics by stage]
step	hold WS [ps]	setup WS, ps	instances	instance area (µm²)
global placement	417.0	2658	2019	16610
floorplan	403.9	1290	1602	15540
detailed placement	427.5	2638	2019	16610
